## /design/flow/run.sh

```bash
#!/bin/bash
# OpenROAD 26Q1-2900-gdf79404cd8, Yosys 0.63+post, stock flow scripts
make -C /OpenROAD-flow-scripts/flow DESIGN_CONFIG=/design/flow/config.mk WORK_HOME=/design/flow/orfs finish
```

## /design/flow/constraint.sdc

```tcl
current_design universal_add_sub

set clk_period 4.9
set clk_io_pct 0.2

create_clock -name clk0 -period $clk_period

set non_clock_inputs [all_inputs -no_clocks]
set_input_delay [expr $clk_period * $clk_io_pct] -clock clk0 $non_clock_inputs
set_output_delay [expr $clk_period * $clk_io_pct] -clock clk0 [all_outputs]
```

## /design/flow/config.mk

```make
export PLATFORM = sky130hd
export DESIGN_NAME = universal_add_sub
export DESIGN_NICKNAME = universal_add_sub
export VERILOG_FILES = /design/flow/design.v
export SDC_FILE = /design/flow/constraint.sdc
export NUM_CORES = 4
export LEC_CHECK = 1
export CORE_AREA = 10 10 70 70
export DIE_AREA = 0 0 80 80
```

## /design/flow/design.v

```verilog
module universal_add_sub(
    input  wire [3:0] a,
    input  wire [3:0] b,
    input  wire       mode,
    output wire [3:0] result,
    output wire       carry_out,
    output wire       overflow
);
wire [3:0] b_mod;
assign b_mod = b ^ {4{mode}};
wire [4:0] sum;
assign sum = a + b_mod + mode;
assign result   = sum[3:0];
assign carry_out = sum[4];
assign overflow  = (a[3] & b_mod[3] & ~sum[3]) | (~a[3] & ~b_mod[3] & sum[3]);
endmodule
```

==> changes_impl.md <==
## Implementation

- Seq pwr share: 0
- Outcome: complete, no violations
- DR pass1 iterations: 3
- Setup TNS: 0 ns
- Max-Cap Viols: 0
- Chip Area, Yosys: 204 um2
- Synth unique cells: 8
- Comb area: 196 um2
- First-pass GRT wire length: 1020 um
- Worst setup SP type: input port
- Die area: 6400 um2
- Commonest Layout Cell: clkdlybuf4s50_1
- Leak Pwr: 0.174 nW
- Detailed Route Iter0 Violations: 6
- Worst IR Drop VDD: 0.0000241 V
- DR WL met2: 133 um
- Grt total ovfl: 0
- Pwr Density: 142 nW/um2
- Most frequent cells in the layout: clkdlybuf4s50_1, xor2_1, ha_1
- Slowest-stage cell, CP: clkdlybuf4s50_1
- Sw Share: 0.326
- Pint: 0.0395 mW
- Post-Syn Area per Cell: 10.7 um2
- CP Buf/Inv Count: 2
- Register area: 0 um2
- Fmax: 0.229 GHz
- I/O pin cnt: 15
- GP Congestion: 0.778
- Seq share, synth: 0
- Slew Viols, Final: 0
- Flop count: 0
- Slowest cell delay on critical path: 0.60 ns
- Vias: 179
- Clk_buf instances: 0
- Final setup violating endpoints: 0
- CP delay by family, top: buffers and inverters
- Largest net degree at the start of global routing: 5
- IO Port Bufs: 15
- CP Cell Sequence: clkdlybuf4s50_1, xor2_1, ha_1, a21o_1, a31oi_4, xnor2_1, mux2_4, clkdlybuf4s50_1
- Yosys cell count: 19
- Drt total wl: 634 um
- P_sw: 0.0191 mW
- DPL Wire Length: 595 um
- Fin util: 0.121
- DR WL met3: 121 um
- Layout cells sized above 1: 0.0882
- Sink of the worst hold path: result[0]
- Post-CTS Resized: 0
- Met1 wire length: 379 um
- Synth warnings: 0
- Fin crit share: 0.891
- Logic pwr share: 1.000
- Antenna Cells: 0
- Gr usage total: 0.0192
- Rel. slew slack: 0.829
- Unrepaired setup endpoints after global routing: no
- Initial antenna violation count: 0
- Rows: 21
- Fill cell count: 398
- Tool Warnings: 33
- CP most frequent cell: clkdlybuf4s50_1
- Die y size: 80 um
- Fin. Hold Viols: 0
- Hold_sp: a[0]
- Min cycle time layout: 4.37 ns
- Area Growth Syn to Fin: 102%
- Routed Antenna Nets: 0
- Post-CTS Setup Bufs: 0
- Die width: 80 um
- Worst Path Max Fanout: 4
- Hold path depth: 3
- Worst-margin pin slew: 0.254 ns
- Crit end category: primary output
- Synth Instances: 19
- Mapped cell area: 204 um2
- Vias in the first global route: 192
- Pre-Place Util: 0.0597
- Core area: 3420 um2
- Vias/cell: 2.24
- Cts-stage hold buffer count: 0
- Top Layer Used: met3
- Wire per inst: 7.93 um
- Worst min-delay path class: input port to primary output
- WP data required: 3.92 ns
- Arr. time, crit path: 3.39 ns
- Clk pwr share: 0
- DRC: 0
- Setup CP Type: input port to primary output
[power by group through the flow]
stage,clock network [mW],registers (mW),logic (mW)
4_1_cts,0,0,0.0600
5_1_grt,0,0,0.0646
6_report,0,0,0.0586
[kinds of logic after synthesis]
kind of cell / Yosys count / share of synthesized area
xor gates and xnor gates: 6 / 0.258
adders and majority gates: 5 / 0.344
AOI/OAI and AO/OA: 4 / 0.215
muxes: 2 / 0.147
buffers and inverters: 2 / 0.0368
[per-stage QoR]
step | setup WS (ns) | area, um2 | instances | power, mW | hold slack, ns
floorplan | 1.68 | 204 | 19 | 0.0248 | 1.99
global placement | 0.576 | 412 | 80 | 0.0589 | 2.94
detailed placement | 0.524 | 412 | 80 | 0.0595 | 2.94
CTS | 0.517 | 412 | 80 | 0.0600 | 2.95
global route | 0.447 | 412 | 80 | 0.0646 | 2.97
finish | 0.534 | 412 | 80 | 0.0586 | 2.94
[per-layer routing]
metal	GRT usage	up-vias
met5	0	-
met4	0	0
met3	0.0102	0
met2	0.0177	14
met1	0.0345	68
li1	-	97
[synth_stat cells]
master   number  area [um2]
a21o_1        3        22.5
fa_1          1        20.0
inv_1         2        7.51
mux2_4        2        30.0
a31oi_4       1        21.3
ha_1          4        50.1
xnor2_1       1        8.76
xor2_1        5        43.8
[worst max-delay path by stage]
stage,startpoint,to,slack (ns),depth (start not counted)
final,mode,overflow,0.53,8
after global routing,mode,overflow,0.45,8
after CTS,mode,overflow,0.52,8
[layout make-up]
type | count | area share
multi-input cells | 17 | 0.477
repair buffers | 15 | 0.365
well taps | 46 | 0.140
inverters | 2 | 0.0182
Power is estimated from default activity; no workload was simulated.
